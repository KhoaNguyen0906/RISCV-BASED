===== flow/run.sh =====
#!/bin/bash
# OpenROAD 26Q1-2900-gdf79404cd8, Yosys 0.63+post, stock flow scripts
make -C /OpenROAD-flow-scripts/flow DESIGN_CONFIG=/design/flow/config.mk WORK_HOME=/design/flow/orfs finish

===== flow/config.mk =====
export PLATFORM = sky130hd
export DESIGN_NAME = pipe2
export DESIGN_NICKNAME = pipe2
export VERILOG_FILES = /design/flow/design.v
export SDC_FILE = /design/flow/constraint.sdc
export NUM_CORES = 4
export LEC_CHECK = 1
export CORE_AREA = 10 10 208 208
export DIE_AREA = 0 0 218 218

===== flow/constraint.sdc =====
current_design pipe2

set clk_period 1.0
set clk_io_pct 0.2

create_clock -name clk0 -period $clk_period [get_ports {clk}]

set non_clock_inputs [all_inputs -no_clocks]
set_input_delay [expr $clk_period * $clk_io_pct] -clock clk0 $non_clock_inputs
set_output_delay [expr $clk_period * $clk_io_pct] -clock clk0 [all_outputs]

===== flow/design.v =====
module pipe2(
	input logic [4:0] rs1,
	input logic [4:0] rs2,
	output logic [4:0] rs1_hazard,
	output logic [4:0] rs2_hazard,
	input logic [4:0] opcode,
	output logic [4:0] opcode2,
	input logic [31:0] data1,
	input logic [31:0] pc1,
	output logic [31:0] pc2,
	input logic [31:0] data2,
	output logic [31:0] data1_o,
	output logic [31:0] data2_o,
	input logic [31:0] imm,
	output logic [31:0] imm_o,
	input br_unsigned,
	input op_a_sel,
	input op_b_sel,
	input logic [3:0] alu_op,
	input mem_wren,
	input [1:0] wb_sel,
	input rd_wren,
	output rd_wren_o,
	output br_u_out,
	output op_a_sel_o,
	output op_b_sel_o,
	output logic [3:0] alu_op_o,
	output mem_wren_o,
	output logic [1:0] wb_sel_o,
	input logic [4:0] rd,
	output logic [4:0] rd_o,
	input clk,
	input logic [31:0] pc_out,
	output logic [31:0] pc_out_o,
	input logic [2:0] imm_select,
	input logic [2:0] imm_sto,
	output logic [2:0] imm_select_3,
	output logic [2:0] imm_sto_o,
	input rst
);
always @(posedge clk)
begin
	if(rst)
	begin
		data1_o <= 32'h00000000;
		data2_o <= 32'h00000000;
		imm_o <= 32'h00000000;
		br_u_out <= 0;
		op_a_sel_o <= 0;
		op_b_sel_o <= 0;
		alu_op_o <= 4'b0000;
		mem_wren_o <= 0;
		wb_sel_o <= 2'b00;
		pc2 <= 32'h00000000;
		rd_o <= 5'b00000;
		rd_wren_o <= 0;
		pc_out_o <= 32'h00000000;
		imm_select_3 <= 3'b000;
		imm_sto_o <= 3'b000;
		opcode2 <= 5'b00000;
		rs1_hazard <= 5'b00000;
		rs2_hazard <= 5'b00000;
	end
	else
	begin
		data1_o <= data1;
		data2_o <= data2;
		imm_o <= imm;
		br_u_out <= br_unsigned;
		op_a_sel_o <= op_a_sel;
		op_b_sel_o <= op_b_sel;
		alu_op_o <= alu_op;
		mem_wren_o <= mem_wren;
		wb_sel_o <= wb_sel;
		pc2 <= pc1;
		rd_o <= rd;
		rd_wren_o <= rd_wren;
		pc_out_o <= pc_out;
		imm_select_3 <= imm_select;
		imm_sto_o <= imm_sto;
		opcode2 <= opcode;
		rs1_hazard <= rs1;
		rs2_hazard <= rs2;
	end
end
endmodule

==> impl_metrics.toml <==
# generated from flow reports
[pwr]
power.density_mw_per_mm2 = 1702
p_leak_nw = 4.305
max-vdd-ir-drop_uv = 1121
totalPowerFinal_w = 0.01695

[outcome]
status = "finished, violations left"
violations = "negative setup slack"

[clock_tree]
cts_hold_buf = 0
cts_tree = "built"
clk_path_buf_depth = 2
clk_pin_slew_worst_paths_ns = 0.07
clock_sinks = 197
h-tree-depth = 4
cts_buffers = 17
cts_root_buf = "clkbuf_16"
cts_setup_buffers = 0

[detailed_routing]
drt_pass1_iterations = 3
drtIter0Drc = 81
ant_nets = 0
drt-total-wl_mm = 20.26
routedWlPerCell_um = 14.95
diodes = 0
vias = 4150
drc = 0
via_per_inst = 3.063

[grt]
grt_max_degree = 45
grt_pass1_wl_mm = 28.61
antenna_found_initial = 0
grt_pass1_vias = 4454
grt_remaining_overflow = 0
grtUsageTotal_pct = 8.114

[placement]
dp_hpwl_mm = 16.49
portBuffers = 395
finalWeightedCongestion = 0.7809
pre_cts_ws_ns = -0.1110

[cells_and_area]
comb_area_mm2 = 0.001483
drive_gt1_share_pct = 45.88
area_delta_synth_final_pct = 76.60
register_area_mm2 = 0.003991
post-route-util_pct = 25.71
fill_cells = 4161
mostFrequentLayoutCell = "clkdlybuf4s50_1"
final_cell_mix = "clkdlybuf4s50_1 (197), buf_2 (184), dfxtp_1 (159)"

[floorplanning]
io_pins = 396
die_w_um = 218
row_count = 72
die_h_um = 218
core_util_floorplan_pct = 14.56
core_area_mm2 = 0.03874
dieArea_mm2 = 0.04752

[logic_synthesis]
mux_share_pct = 0
ys_cells = 416
xor_share_pct = 0
aoi_share_pct = 0
synth-seq-cells = 197
synthAdderAreaFrac_pct = 0
synth_seq_share_pct = 69.92
syn-cell-area_mm2 = 0.005640
yosys_warnings = 11
ys_chip_area_mm2 = 0.005640
ys_types = 6
postSynthCellCount = 416
syn_area_per_cell_um2 = 13.56
ys_top_logic_family = "simple AND/OR/NAND/NOR gates"
simple_gate_area_share_pct = 26.29

[critical_path]
cp-startpoint = "imm_sto_o[0]"
cp.arrival_ns = 0.89
cp_top_family = "flip-flops"
path_class = "reg2out"
critPathLaunchType = "flip-flop"
cp.required_ns = 0.80
cp_slowest_cell = "dfxtp_2"
crit_buf_inv = 1
crit_cells = 1
critPathMaxFanout = 1
cp_cell_sequence = "buf_2"
slowest_delay_ns = 0.35
worst_setup_path_end_kind = "output port"

[sta]
fmax_ghz = 0.9155
final_max_slew_viol_count = 0
finalSetupViolations = 197
hold_viol = 0
worstMarginPinSlew_ns = 0.3500
slew_headroom_pct = 76.66
fin_tns_setup_ns = -8.883
finalClockPeriodUsage_pct = 109.2
rsz0062_at_grt = "yes"
fin_crit_ns = 1.092
fin_ws_ns = -0.09235

[min_path]
hold_depth = 2
hold_path.class = "in2reg"
min_from = "rst"

[job]
warnings = 27
maxCapViolCount = 0
==> synthesized netlist by cell type <==
master | n | area [um2]
dfxtp_1 | 197 | 3944
buf_6 | 15 | 168.9
buf_8 | 1 | 15.01
nor2b_1 | 97 | 606.8
nor2b_2 | 100 | 875.8
buf_2 | 6 | 30.03
==> final cells by class <==
type | count | area share [%]
Multi-Input combinational cell | 197 | 14.89
Clock buffer | 18 | 4.409
Clock inverter | 14 | 1.394
Sequential cell | 197 | 40.07
Timing Repair Buffer | 411 | 32.73
Tap cell | 518 | 6.507
==> report_power, final <==
group	leakage, nW	internal, W	switching [W]
clock	0.277	0.00357	0.00324
sequential	1.65	0.00827	0.0000942
combinational	2.38	0.00129	0.000484
==> state kept, by name, summed over array words and instances, names as in the netlist, 3 cells and up <==
| register | flops |
|---|---|
| imm_sto_o | 3 |
| opcode2 | 5 |
| imm_o | 32 |
| pc2 | 32 |
| data2_o | 32 |
| alu_op_o | 4 |
| data1_o | 32 |
| pc_out_o | 32 |
| imm_select_3 | 3 |
| rs2_hazard | 5 |
| rs1_hazard | 5 |
| rd_o | 5 |
==> stage by stage <==
stage               hold slack (ns)  std cells  area [um2]
floorplan                    0.3282        416        5640
global placement             0.4967       1323       10240
detailed placement           0.4935       1323       10240
CTS                         0.01727       1355        9901
global route               0.005740       1355        9961
finish                      0.03535       1355        9961
==> worst paths after layout <==
kind | to | slack (ns)
setup / recovery | imm_sto_o[0] | -0.09
hold / removal | pc_out_o[8] | 0.04
==> cell families after synthesis <==
| family | after synthesis |
|---|---|
| buf+inv | 22 |
| simple gates | 197 |
| flops | 197 |
==> what timing repair did <==
item,CTS,global route
resized,683,24
endpoints found under the setup margin,197,197
gates cloned,0,0
==> routing by layer <==
layer,vias up,share of wire [%],track usage [%],wire [um]
met4,0,1.2,0.9257,244
met2,253,49,13.92,9845
met1,1822,35,8.333,7173
li1,2062,-,-,-
met5,-,0,0,0
met3,13,15,5.313,2998
Power figures rest on the tool's default switching activity, not on a simulated workload.
