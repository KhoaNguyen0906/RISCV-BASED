==> design/flow/design.v <==
module brcomp(
	input logic [31:0] data1,
	input logic [31:0] data2,
	input br_unsigned,
	output br_less,
	output br_equal
);
always @*
begin
	br_equal = ((data1  + ~data2 + 1)==0)?1:0;
	if (br_unsigned)
	begin
	br_less = ((data1 + ~data2 + 1) >> 31)?1:0;
	end
	else
	begin
	br_less = ((data1 + ~data2 + 1) >> 31) && !((data1 >> 31) ^ (data2 >> 31))?1:0;
	end
end
endmodule
==> design/flow/run.sh <==
#!/bin/bash
# OpenROAD 26Q1-2900-gdf79404cd8, Yosys 0.63+post, stock flow scripts
make -C /OpenROAD-flow-scripts/flow DESIGN_CONFIG=/design/flow/config.mk WORK_HOME=/design/flow/orfs finish
==> design/flow/config.mk <==
export PLATFORM = sky130hd
export DESIGN_NAME = brcomp
export DESIGN_NICKNAME = brcomp
export VERILOG_FILES = /design/flow/design.v
export SDC_FILE = /design/flow/constraint.sdc
export NUM_CORES = 4
export LEC_CHECK = 1
export CORE_UTILIZATION = 30
==> design/flow/constraint.sdc <==
current_design brcomp

set clk_period 14.7
set clk_io_pct 0.2

create_clock -name clk0 -period $clk_period

set non_clock_inputs [all_inputs -no_clocks]
set_input_delay [expr $clk_period * $clk_io_pct] -clock clk0 $non_clock_inputs
set_output_delay [expr $clk_period * $clk_io_pct] -clock clk0 [all_outputs]
==> run summary <==
Notes on the physical implementation.

- The met2 capacity usage during global routing is 25.86%, for reference.
- The number of antenna violations at the first check in global routing is 0, for reference.
- Looking at the critical path, the highest net fanout was 4.
- The final worst-path cycle share is 79.60%, for reference.
- The violation count after the first detailed-routing iteration is 110, for reference.
- The top cell type's share of synthesized area is 20.37%, for reference.
- Summing over the stages, the warning tally comes to 32.
- From bottom edge to top edge, the die measures 82.95 µm.
- The cell count after synthesis is 283, for reference.
- Setup slack closes at 2998 ps.
- Global routing used 15.33% of the available tracks.
- The first global-routing pass estimated 9.135 mm of wire.
- The required time of the critical path is 11760 ps, for reference.
- The script parses the final routing iteration and logs DRC violations as 0.
- Per report_power, the combinational group accounts for 100.0% of the total.
- By area the synthesized netlist is led by sky130_fd_sc_hd__ha_1, sky130_fd_sc_hd__inv_1, sky130_fd_sc_hd__nand2_1.
- Hold-check failures listed in the final report amount to 0.
- According to the floorplan log, the row count is 29.
- The post-route utilization of the core is recorded as 42.44%.
- Note, the detailed placer reported a final HPWL of 4.468 mm.
- The power per standard cell area is 37.63 nW/µm², for reference.
- In the Yosys report, the sequential cells make up 0% of the chip area.
- The flow ran to the end, and the final reports show no timing, DRC or antenna violations.
- After floorplanning, the core was sized to cover 6350 µm².
- The number of antenna diodes is 0, for reference.
- The mean post-synth cell area is 6.946 µm², for reference.
- In the global route stage, met1 resource usage came out at 22.33%.
- Across all checked pins, the minimum headroom to the slew limit is 71.18%.
- Data arrives at the worst endpoint at 8760 ps.
- The ratio of routed vias to standard cells is 5.305, for reference.
- Setup slack on the worst path after placement came out at 2948 ps.
- On met3, the global router reports a usage of 0.9082%.
- The endpoint type of the worst setup path is an output pin, for reference.
- For the final routed database, the setup TNS stands at 0 ps.
- The switching power of the nets is 0.05060 mW, for reference.
- Per the detailed-route log, wirelength across all metal layers totals 5.209 mm.
- The number of setup buffers added after CTS is 0.
- The count of cells resized by post-cts repair is 0, for reference.
- The routed wirelength normalized by instance count is 12.43 µm, for reference.
- For reference, the final report shows the max-slew violation count at 0.
- There are 0 flip-flops and latches.
- The quantity of hold-fixing buffers added after cts is 0, for reference.
- Switching power as a fraction of the total was reported as 49.89%.
- In this run the static leakage power is 1.218 nW.
- The post-place instance area is 2695 µm², for reference.
- The horizontal die dimension is 82.95 µm, for reference.
- The flow reports an fmax of 0.08546 GHz.
- Global routing put the most usage on met2.
- Per the synthesis report, the dominant area consumer among library cells is sky130_fd_sc_hd__ha_1.
- The type of the worst setup path is in2out, for reference.
- From synthesis to final layout, the design area changed by 37.11%.
- In the log, the iteration count for the first detailed-route pass is 4.
- Registers are responsible for 0% of the overall power.
- The synthesized cell area is 1966 µm², for reference.
- The internal power consumption is 0.05081 mW, for reference.
- The routed design could run at a clock period as short as 11700 ps.
- The largest net degree at the start of global routing is 12, for reference.
- The chip occupies 6880 µm².
- The number of unique standard cell types used by synthesis is 65, for reference.
- Cells with a size suffix above 1 make up 4.678% of the layout.
- The warning count from the yosys run is 4, for reference.
- The tool flagged a number of max-cap violations equal to 0.
- The layout report lists the combined flip-flop and latch area as 0 µm².
- The path type of the worst min-delay path is in2out, for reference.
- The final weighted congestion recorded by global placement is 0.9178.
- The chip area line of the yosys report is 1966 µm², for reference.
- In the synthesized netlist, the cells that appear most often are sky130_fd_sc_hd__inv_1, sky130_fd_sc_hd__ha_1, sky130_fd_sc_hd__nand2_1, sky130_fd_sc_hd__a21oi_1, sky130_fd_sc_hd__o21ai_0.
- The number of endpoints failing setup at the final stage is 0, for reference.
- The top-level port count is 67, for reference.
- The cell total in the yosys stat output is 283, for reference.
- The startpoint class of the critical path is an input port, for reference.
- The via count of the first global-routing pass is 2122, for reference.
- The maximum vdd ir drop is 0.00001589 V, for reference.
- The port buffer count is 67, for reference.
- Setup repair after global routing left no endpoint under its margin.
- The slew at the pin closest to its max-slew limit is 427.8 ps, for reference.
- Per report_power, the clock group accounts for 0% of the total.
- After layout, the clock buffer instance count stands at 0.
- The design area is 2695 µm², for reference.
- The global route stage reports its total congestion overflow as 0.
- Nets still carrying antenna violations after routing amount to 0.
- Before placement the cells fill 30.96% of the core.
- The total via count after detailed routing is 2223, for reference.
- The library cell with the highest instance count after synthesis is sky130_fd_sc_hd__inv_1, for reference.
==> layout by cell type (no fill, tap or decap), types with 4 or more instances in the layout <==
| cell type | count |
|---|---|
| sky130_fd_sc_hd__inv_1 | 42 |
| sky130_fd_sc_hd__clkdlybuf4s50_1 | 67 |
| sky130_fd_sc_hd__o22ai_1 | 4 |
| sky130_fd_sc_hd__nand2_1 | 29 |
| sky130_fd_sc_hd__ha_1 | 32 |
| sky130_fd_sc_hd__o21ai_0 | 14 |
| sky130_fd_sc_hd__nand2b_1 | 6 |
| sky130_fd_sc_hd__xnor2_1 | 8 |
| sky130_fd_sc_hd__nand3_1 | 5 |
| sky130_fd_sc_hd__nand4_1 | 5 |
| sky130_fd_sc_hd__a21oi_1 | 20 |
| sky130_fd_sc_hd__mux2i_1 | 5 |
| sky130_fd_sc_hd__nor2b_1 | 6 |
| sky130_fd_sc_hd__a21o_1 | 9 |
| sky130_fd_sc_hd__nor2_1 | 13 |
==> critical path, stage by stage <==
cell	delay [ps]
sky130_fd_sc_hd__clkdlybuf4s50_1	510
sky130_fd_sc_hd__inv_1	60
sky130_fd_sc_hd__ha_1	250
sky130_fd_sc_hd__nor2b_1	140
sky130_fd_sc_hd__o31ai_1	340
sky130_fd_sc_hd__a31o_2	260
sky130_fd_sc_hd__o21a_1	170
sky130_fd_sc_hd__o21ai_0	100
sky130_fd_sc_hd__and3_1	200
sky130_fd_sc_hd__nor3b_1	340
sky130_fd_sc_hd__o21ai_0	190
sky130_fd_sc_hd__nand4_1	130
sky130_fd_sc_hd__a32o_1	160
sky130_fd_sc_hd__ha_1	140
sky130_fd_sc_hd__o2111a_1	190
sky130_fd_sc_hd__o221ai_1	100
sky130_fd_sc_hd__or4b_1	530
sky130_fd_sc_hd__nor4_1	320
sky130_fd_sc_hd__o2111ai_1	160
sky130_fd_sc_hd__a211oi_1	230
sky130_fd_sc_hd__nand4b_1	110
sky130_fd_sc_hd__or4_1	530
sky130_fd_sc_hd__a211oi_2	160
sky130_fd_sc_hd__clkdlybuf4s50_1	490
==> per-stage QoR <==
stage / hold WS, ps / instances / power, mW
final: 6869 / 419 / 0.1014
after global routing: 6889 / 419 / 0.1124
after CTS: 6886 / 419 / 0.1012
after detailed placement: 6878 / 419 / 0.1004
after global placement: 6891 / 419 / 0.1012
after floorplan: 5912 / 283 / 0.06712
==> power groups by stage <==
stage	registers (mW)	clock network, mW	logic, mW
4_1_cts	0	0	0.101
5_1_grt	0	0	0.112
6_report	0	0	0.101
==> metal layers <==
metal | wire (µm) | part of all wire (%) | up-vias
met1 | 2518 | 48 | 971
met5 | 0 | 0 | -
met2 | 2365 | 45 | 82
met3 | 271 | 5.2 | 7
met4 | 54 | 1.0 | 0
li1 | - | - | 1163
==> worst paths after layout <==
check | depth (start not counted) | from | endpoint | slack, ps
hold / removal | 3 | br_unsigned | br_less | 6870
setup / recovery | 24 | data2[1] | br_equal | 3000
==> logic make-up (layout without fill, tap and decap cells) <==
logic type | Yosys count | after routing | share of synthesized area [%]
compound gates | 93 | 93 | 35.33
xor+xnor | 11 | 11 | 4.902
fa+ha+maj | 33 | 33 | 21.39
buf+inv | 50 | 109 | 9.930
mux | 7 | 7 | 3.692
simple gates | 89 | 89 | 24.76
==> layout make-up <==
cell class	instances	area, µm²
fill	634	3655
multi-input combinational	233	1770
inverter	42	157.7
tap	77	96.34
timing repair buffer	67	670.6
No activity file was given, so power comes from the tool's default toggle rates.
