==> flow/design.v <==
module regfile(
	input clk,rst,
	input logic [31:0] dataW,
	input logic [4:0]  rs1,
	input logic [4:0]  rd,
	input logic [4:0]  rs2,
	input logic RegWEn,
	output logic [31:0] data1,
	output logic [31:0] data2
);
logic [31:0] register[31:0];
assign data1 = register[rs1];
assign data2 = register[rs2];
always @(posedge clk)
begin
	if (rst)
	begin
		for(int i = 0; i <= 32; i = i + 1)
		 	begin 
				register[i] <= 32'b00000000;
			end
	end
	else
		begin
		if(RegWEn)
		begin
			register[rd] <= dataW;
		end
		end
end
endmodule
==> flow/run.sh <==
#!/bin/bash
# OpenROAD 26Q1-2900-gdf79404cd8, Yosys 0.63+post, stock flow scripts
make -C /OpenROAD-flow-scripts/flow DESIGN_CONFIG=/design/flow/config.mk WORK_HOME=/design/flow/orfs finish
==> flow/config.mk <==
export PLATFORM = sky130hd
export DESIGN_NAME = regfile
export DESIGN_NICKNAME = regfile
export VERILOG_FILES = /design/flow/design.v
export SDC_FILE = /design/flow/constraint.sdc
export NUM_CORES = 4
export LEC_CHECK = 1
export CORE_UTILIZATION = 30
==> flow/constraint.sdc <==
current_design regfile

set clk_period 9.2
set clk_io_pct 0.2

create_clock -name clk0 -period $clk_period [get_ports {clk}]

set non_clock_inputs [all_inputs -no_clocks]
set_input_delay [expr $clk_period * $clk_io_pct] -clock clk0 $non_clock_inputs
set_output_delay [expr $clk_period * $clk_io_pct] -clock clk0 [all_outputs]
==> results.json <==
{
  "status": "complete, no violations",
  "ir_worst_vdd_mv": 0.141,
  "die_width_um": 436,
  "portBuffers": 113,
  "final_cell_area_um2": 63100,
  "die_h_um": 436,
  "top_regs": "register x1024",
  "grt_pass1_wl_mm": 282,
  "syn_area_per_cell_um2": 12.2,
  "setup.worst_path.start_class": "input port",
  "gp_congestion": 0.902,
  "hold_buffers": 0,
  "cp_top_family": "buffers and inverters",
  "hold_viol_final": 0,
  "final_util": 0.339,
  "hpwlAfterDp_mm": 111,
  "yosysTopAreaCellShare": 0.545,
  "via_per_inst": 5.33,
  "largest_register_ffs": 1024,
  "setup_viol": 0,
  "synth-edff-count": 1024,
  "finalCritPeriodShare": 0.763,
  "maxCapViolCount": 0,
  "synth-async-reset-ratio": 0,
  "top_register": "register",
  "ios": 114,
  "combGateArea_um2": 23400,
  "ys.flop_type": "edfxtp_1",
  "postSynthSeqShare": 0.545,
  "antenna_found_initial": 11,
  "synthTopCellsByArea": "edfxtp_1 54%, mux2i_1 18%, and2_1 11%",
  "common_cells": "1026 x and2_1, 1024 x edfxtp_1, 1024 x mux2i_1, 195 x nand2_1, 193 x nand3_1",
  "drive_gt1_frac": 0.0827,
  "cts_tree": "done",
  "crit_path_top_delay_cell": "clkdlybuf4s50_1",
  "htree_levels": 3,
  "nFillCells": 17900,
  "met3WireLength_mm": 25.6,
  "grtUsageTotal": 0.217,
  "worstSetupPathType": "input port to primary output",
  "p_per_area_nw_per_um2": 175,
  "grt_setup_unrepaired": "false",
  "vias": 38000,
  "dp_cells": 6939,
  "grt-ovfl-total": 0,
  "ys_cells": 4640,
  "layout_setup_ws_ns": 2.18,
  "yosysMostFrequentCell": "and2_1",
  "grt_pass1_vias": 38900,
  "maxUsedRoutingLayer": "met4",
  "total_power_mw": 11.1,
  "stdcell_count": 7135,
  "setup_tns_ns": 0,
  "clock-sinks": 1024,
  "worstHoldPathCells": 3,
  "cts_resized": 0,
  "clkTransAtPathRegs_ns": 0.06,
  "die-area_um2": 190000,
  "coreArea_um2": 186000,
  "dp_slack_ns": 2.23,
  "critPathMaxFanout": 37,
  "crit_buf_inv": 4,
  "numSynthFlops": 1024,
  "worstPathArrival_ns": 5.18,
  "fp-utilization": 0.303,
  "path_cells": "clkdlybuf4s50_1, nor2b_4, buf_4, buf_4, a22o_1, nor3_1, a31oi_1, nand3_1, clkdlybuf4s50_1",
  "path_depth": 9,
  "finalWirelength_mm": 200,
  "synth_area_leader_cell": "edfxtp_1",
  "wl_met2_mm": 94.4,
  "cts-root-buf": "clkbuf_16",
  "hold_path.class": "input port to flip-flop",
  "cts_post_setup_buffers_inserted": 0,
  "end_kind": "primary output",
  "worst_hold_slack_ns": 2.04,
  "clockBufferDepth": 3,
  "rows": 158,
  "worst_pin_slew_ns": 0.922,
  "met1_length_mm": 69.1,
  "yosysUniqueCellTypes": 32,
  "ys_warn_count": 1,
  "synth_cells": 4640,
  "period_needed_ns": 7.02,
  "warning_count": 26,
  "placed_area_um2": 59800,
  "cp_slowest_stage_delay_ns": 0.61,
  "drc_errors": 0,
  "power.leakage_nw": 24.0,
  "fmax_mhz": 143,
  "required_ns": 7.36,
  "ant_nets": 0,
  "grt_max_degree": 86,
  "wl_per_cell_um": 28.0,
  "slew_violations": 0,
  "cts_buffers": 105,
  "ff_latch_area_um2": 30700,
  "area_growth_pct": 11.7,
  "yosys-stat-area_um2": 56500,
  "firstDrtPassIters": 6,
  "syn-cell-area_um2": 56500,
  "relSlewSlack": 0.383,
  "drt_iter0_drc": 2557
}
path summary, 6_finish.rpt:
check	to	slack, ns	startpoint
max	data2[9]	2.18	rs2[0]
min	register[28][13]$_SDFFCE_PN0P_	2.04	dataW[13]
layout make-up:
cell class | instances | share of cell area
antenna | 9 | 0.000357
clock buffer | 131 | 0.0445
clock inverter | 56 | 0.00734
multi-input combinational | 3168 | 0.372
sequential | 1024 | 0.487
tap | 2480 | 0.0492
timing repair buffer | 267 | 0.0396
cell families after synthesis:
kind of cell    after synthesis  share of synthesized area
buf+inv                     448                     0.0437
flops                      1024                      0.545
compound gates              576                     0.0695
mux                        1024                      0.182
simple gates               1568                      0.161
cell usage in the layout, fill, tap and decap left out, drive strengths merged:
master         count
a22o             128
or2               34
and2            1026
nand3            194
bufinv             6
buf              156
clkinvlp           4
nand2b             5
or3b               2
a22oi            192
nor3              64
and2b              1
a31oi             64
nand2            196
nand3b             4
clkbuf           131
clkinv            45
nor2              36
edfxtp          1024
nor2b              4
diode              9
mux2i           1024
or3                2
inv                1
clkdlybuf4s50    111
a21oi            192
routing by layer:
layer / GRT usage / vias to the layer above
met3: 0.115 / 468
li1: - / 16800
met5: 0.000756 / -
met4: 0.0972 / 0
met1: 0.247 / 18600
met2: 0.341 / 2056
power by group:
group          total (mW)  switching, mW  internal, mW
registers            5.51          0.120          5.39
logic                1.37          0.881         0.492
clock network        4.17           1.85          2.32
Power is estimated from default activity; no workload was simulated.
